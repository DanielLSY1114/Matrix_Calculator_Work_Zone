--- /design/flow/config.mk ---
export PLATFORM = sky130hd
export DESIGN_NAME = ShiftRegister_40_160
export DESIGN_NICKNAME = ShiftRegister_40_160
export VERILOG_FILES = /design/flow/design.v
export SDC_FILE = /design/flow/constraint.sdc
export NUM_CORES = 4
export LEC_CHECK = 1
export CORE_UTILIZATION = 30
--- /design/flow/constraint.sdc ---
current_design ShiftRegister_40_160

set clk_period 1.2
set clk_io_pct 0.2

create_clock -name clk0 -period $clk_period [get_ports {clock}]

set non_clock_inputs [all_inputs -no_clocks]
set_input_delay [expr $clk_period * $clk_io_pct] -clock clk0 $non_clock_inputs
set_output_delay [expr $clk_period * $clk_io_pct] -clock clk0 [all_outputs]
--- /design/flow/design.v ---
`default_nettype none
module MagComp
  #(parameter WIDTH = 30)
  (output logic AltB, AeqB, AgtB,
   input logic [WIDTH-1:0] A,
   input logic [WIDTH-1:0] B);
  assign AltB= (A<B);
  assign AgtB= (A>B);
  assign AeqB= (A==B);
endmodule : MagComp
module Adder
  #(parameter WIDTH = 30)
  (output logic [WIDTH:0] S,
   input logic add,
   input logic [WIDTH-1:0] A,
   input logic [WIDTH-1:0] B);
  assign S = add ? A+B : A-B;
endmodule : Adder
module Multiplier
  #(parameter WIDTH = 30)
  (output logic [(WIDTH*2)-1:0] S,
   input logic [WIDTH-1:0] A,
   input logic [WIDTH-1:0] B);
  assign S = A*B;
endmodule : Multiplier
module Mux2to1
  #(parameter WIDTH = 30)
  (output logic [WIDTH-1:0]Y,
   input logic S,
   input logic [WIDTH-1:0]I0,
   input logic [WIDTH-1:0]I1);
  assign Y=S?I1:I0;
endmodule : Mux2to1
module Register
  #(parameter WIDTH = 3)
  (input logic [WIDTH-1:0] D,
   input logic en, clear,
   input logic clock,
   output logic [WIDTH-1:0] Q);
  always_ff @(posedge clock)
    if (clear)
      Q <= 0;
    else if (en)
      Q <= D;
    else
      Q <= Q;
endmodule: Register
module Counter
  #(parameter WIDTH = 4)
  (input logic clock,
   input logic clear,
   input logic en,
   output logic [WIDTH-1:0] Q);
  always_ff @(posedge clock) begin
    if (clear) begin
      Q <= 0;
    end
    else if (en) begin
      Q <= Q + 1'b1;
    end
    else begin
      Q <= Q;
    end
  end
endmodule: Counter
module Synchronizer
  (input logic async,
   input logic clock,
   output logic sync);
  logic tmp1, tmp2;
  assign tmp2 = tmp1;
  always_ff @(posedge clock)
    tmp1 <= async;
  always_ff @(posedge clock)
    sync <= tmp2;
endmodule : Synchronizer
module ShiftRegister_8_128 
  (input logic [7:0] data_in,
   input logic en,
   input logic clock, rst,
   output logic [127:0] Q);
  always_ff @(posedge clock) begin
    if (rst) begin
      Q <= 128'b0;
    end
    else if (en) begin
      Q <= {Q[119:0],data_in};
    end
    else begin
      Q <= Q;
    end
  end
endmodule : ShiftRegister_8_128
module ShiftRegister_6_96
  (input logic [5:0] data_in,
   input logic en,
   input logic clock, rst,
   output logic [95:0] Q);
  always_ff @(posedge clock) begin
    if (rst) begin
      Q <= 96'b0;
    end
    else if (en) begin
      Q <= {Q[89:0],data_in};
    end
    else begin
      Q <= Q;
    end
  end
endmodule : ShiftRegister_6_96
module ShiftRegister_48_96
  (input logic [47:0] data_in,
   input logic en,
   input logic clock, rst,
   output logic [95:0] Q);
  always_ff @(posedge clock) begin
    if (rst) begin
      Q <= 96'b0;
    end
    else if (en) begin
      Q <= {Q[47:0],data_in};
    end
    else begin
      Q <= Q;
    end
  end
endmodule : ShiftRegister_48_96
module edge_detector (
    input logic signal,
    input logic clk,
    output logic pulse
);
    logic tmp1;
    always_ff @(posedge clk) begin
        tmp1<=signal;
    end
    assign pulse = (~tmp1)& signal;
endmodule: edge_detector
module ShiftRegister_12_96
  (input logic [11:0] data_in,
   input logic en,
   input logic clock, rst,
   output logic [95:0] Q);
  always_ff @(posedge clock) begin
    if (rst) begin
      Q <= 96'b0;
    end
    else if (en) begin
      Q <= {Q[83:0],data_in};
    end
    else begin
      Q <= Q;
    end
  end
endmodule : ShiftRegister_12_96
module ShiftRegister_20_160
  (input logic [19:0] data_in,
   input logic en,
   input logic clock, rst,
   output logic [159:0] Q);
  always_ff @(posedge clock) begin
    if (rst) begin
      Q <= 160'b0;
    end
    else if (en) begin
      Q <= {Q[149:0],data_in};
    end
    else begin
      Q <= Q;
    end
  end
endmodule : ShiftRegister_20_160
module ShiftRegister_96_96
  (input logic [95:0] data_in,
   input logic en,
   input logic clock, rst,
   output logic [95:0] Q);
  always_ff @(posedge clock) begin
    if (rst) begin
      Q <= 96'b0;
    end
    else if (en) begin
      Q <= data_in;
    end
    else begin
      Q <= Q;
    end
  end
endmodule : ShiftRegister_96_96
module ShiftRegister_160_160
  (input logic [159:0] data_in,
   input logic en,
   input logic clock, rst,
   output logic [159:0] Q);
  always_ff @(posedge clock) begin
    if (rst) begin
      Q <= 160'b0;
    end
    else if (en) begin
      Q <= data_in;
    end
    else begin
      Q <= Q;
    end
  end
endmodule : ShiftRegister_160_160
module ShiftRegister_80_160
  (input logic [79:0] data_in,
   input logic en,
   input logic clock, rst,
   output logic [159:0] Q);
  always_ff @(posedge clock) begin
    if (rst) begin
      Q <= 160'b0;
    end
    else if (en) begin
      Q <= {Q[79:0],data_in};
    end
    else begin
      Q <= Q;
    end
  end
endmodule : ShiftRegister_80_160
module ShiftRegister_40_160
  (input logic [39:0] data_in,
   input logic en,
   input logic clock, rst,
   output logic [159:0] Q);
  always_ff @(posedge clock) begin
    if (rst) begin
      Q <= 160'b0;
    end
    else if (en) begin
      Q <= {Q[119:0],data_in};
    end
    else begin
      Q <= Q;
    end
  end
endmodule : ShiftRegister_40_160
--- /design/flow/run.sh ---
#!/bin/bash
# OpenROAD 26Q1-2900-gdf79404cd8, Yosys 0.63+post, stock flow scripts
make -C /OpenROAD-flow-scripts/flow DESIGN_CONFIG=/design/flow/config.mk WORK_HOME=/design/flow/orfs finish
==> notes.md <==
State of the implementation.

- The critical path arrival is 930 ps, for reference.
- Antenna repair during routing inserted a diode count of 0.
- The finished layout holds 1079 standard cells, fillers aside.
- The floorplan report gives the top-level pin count as just over 200.
- The first-pass GRT wire length is 23500 um, for reference.
- The worst-case IR drop observed on VDD is 920 uV.
- In the placement report, post-DP HPWL is listed as 8910 um.
- The largest registers in the layout are Q: 160 flops.
- The critical path in the final layout is reported with a setup slack of 34.7 ps.
- The number of hold-repair buffers added at the cts stage is 0, for reference.
- The chip width is 140 um, for reference.
- After detailed routing, the total wire length is 14500 um.
- Compared with the post-synthesis result, the final layout area differs by 64.6%.
- At the pin with the least slew margin, the transition time is 266 ps.
- The largest register by flop count is Q, for reference.
- The delay of the slowest cell on the worst path is ~340 ps, for reference.
- The total number of H-tree levels is 4, for reference.
- Per the finish-stage timing summary, setup violations number 0.
- The script parses the final routing iteration and logs DRC violations as 0.
- The path type of the worst setup path is flop to output pin, for reference.
- The count of port buffers added during placement is between 200 and 250, for reference.
- The mean cell area of the mapped netlist is 11.0 sq um, for reference.
- The worst-case setup slack after placement is 28.0 ps, for reference.
- The design draws 0.0120 W.
- The floorplan has 50 rows.
- The area after detailed placement is 0.00794 sq mm, for reference.
- The overall die height is 140 um, for reference.
- The maximum fanout encountered on the critical timing path is 2, for reference.
- The cell area after layout is 0.00937 sq mm, for reference.
- In the layout the commonest cells are mux2i_1, nor2_1, dfxtp_2.
- Subtracting the final worst setup slack from the clock period gives 1170 ps.
- The area recorded from the Yosys report for this design is 0.00569 sq mm.
- Per the detail_route report, vias per standard cell equal 4.31.
- The overall track demand over capacity in global routing is between 10% and 20%, for reference.
- Per the post-run analysis, buffers plus inverters along the critical path come to 1.
- No sink is reached through more buffers than the 2 on the longest clock path.
- In this run, the number of DRC markers left after iteration 0 of detailed routing was 149.
- The placer's final routability congestion estimate is 0.813, for reference.
- The fraction of the yosys area taken by sequential cells is around 56%, for reference.
- The warning tally printed by Yosys for this design is 1.
- The tightest min-delay check is of the input pin to flop type.
- The worst setup path is launched from a flop.
- The top cell family by delay on the critical path is flip-flops, for reference.
- The number of flip-flops in the largest register is about 160, for reference.
- The worst max-slew margin expressed relative to the limit is between 80% and 90%, for reference.
- The areal power density over the cells is around 1300 mW/mm^2, for reference.
- The core occupancy in the finished layout is 50.3%, for reference.
- The tool warning count for the run is 25.
- The number of different library cells in the post-synthesis netlist is 8, for reference.
- The number of routed nets with antenna violations is 0, for reference.
- The CTS clock-pin slew for the worst setup and hold paths is 60 ps, for reference.
- The run finished with clean final reports.
- The reported leakage power is between 4 and 5 nW, for reference.
- Per the detail_route report, the via count comes to 4654.
- After synthesis the cells add up to 0.00569 sq mm.
- The worst setup path is captured at an output pin.
- TritonCTS built the clock tree.
- Listed in order, past its start point the critical path passes clkdlybuf4s15_1.
- After technology mapping, the gate count stands at 516.
- The floorplan core area is around 0.019 sq mm, for reference.
- The insertion delay to the later sink of the worst-skew pair is 420 ps, for reference.
- The timing report shows that the slowest cell on the worst path is dfxtp_2.
- The tree is rooted in a clkbuf_16.
- The number of maximum-capacitance violations is 0, for reference.
- The required time at the worst endpoint is listed as 960 ps.
- The maximum frequency from static timing analysis is 858 MHz, for reference.
- The overall die area is between 0.015 and 0.02 sq mm, for reference.
- Entering global routing, the biggest net connects 61 pins.
- The post-synth register bit count is ~160.
- The floorplan-stage core utilization is 30.5%, for reference.
- The cell count listed in synth_stat.txt is 516, for reference.
- The number of cells after detailed placement is 932, for reference.
- The total congestion overflow is 0, for reference.
- The ratio of final minimum period to clock period is 97.1%, for reference.
- According to the report, the first pass of detailed routing completed in 4 iterations.
- The final tally of max-slew violations is 0, for reference.
- On the final layout, the worst clock skew is between 9 and 10 ps.
- Cells with a size suffix above 1 make up 43.3% of the layout.
- The clock net in this run drives a total of 160 sinks.
- The number of antenna violations at the first check in global routing is 0.
- The final count of hold timing violations is 0, for reference.
- TritonRoute output was used to compute an average wire per cell of 13.4 um.
- In this run, CTS created clock tree buffers numbering 17.
- The via count of the first global-routing pass is 4640.
final cells by class:
type	instances	area, sq um
clock inverter	9	108
sequential	160	3400
tap	234	293
fill	1605	9270
clock buffer	22	474
timing repair buffer	334	2890
multi-input combinational	320	2200
worst paths after layout:
path | start | end | slack, ps | cells past startpoint
max | Q[70] | Q[70] | 30 | 1
min | en | Q[14] | 310 | 3
max reg2reg | Q[81] | Q[121] | 340 | 4
min reg2reg | Q[154] | Q[154] | 480 | 2
power breakdown:
part,total [W],switching [W],internal (W)
Clock,0.00529,0.00207,0.00322
Combinational,0.00115,0.000446,0.000702
Sequential,0.00559,0.0000921,0.00550
Total,0.0120,0.00261,0.00942
Yosys cell counts:
cell type    n  area (sq um)
nor2_1     160           601
buf_1        3          11.3
buf_4        7          52.6
dfxtp_1    160          3200
clkbuf_1    13          48.8
buf_8       11           165
mux2i_1    160          1600
buf_2        2          10.0
stage by stage:
| stage | setup TNS, ps | hold WS [ps] |
|---|---|---|
| after global routing | -1.08 | 296 |
| final | 0 | 305 |
| after floorplan | 0 | 387 |
| after CTS | 0 | 291 |
| after detailed placement | 0 | 480 |
| after global placement | 0 | 474 |
cells by family after synthesis:
group                  count (synthesis)  share of synthesized area [%]
DFF                                  160                           56.3
buffers and inverters                 36                           5.06
muxes                                160                           28.1
and+or+nand+nor                      160                           10.5
routing by layer:
layer | track usage [%] | vias up | share of wire [%]
li1 | - | 2346 | -
met1 | 23.0 | 2151 | 50
met4 | 2.31 | 0 | 1.2
met3 | 4.56 | 10 | 7.2
met2 | 22.0 | 147 | 42
met5 | 0 | - | 0
what timing repair did:
item,4_1_cts,5_1_grt
resized,488,39
setup buffers,111,5
endpoints found under the setup margin,160,43
Power figures rest on the tool's default switching activity, not on a simulated workload.
